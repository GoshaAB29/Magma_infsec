`/design/flow/run.sh`:
```
#!/bin/bash
# OpenROAD 26Q1-2900-gdf79404cd8, Yosys 0.63+post, stock flow scripts
make -C /OpenROAD-flow-scripts/flow DESIGN_CONFIG=/design/flow/config.mk WORK_HOME=/design/flow/orfs finish
```
`/design/flow/config.mk`:
```
export PLATFORM = sky130hd
export DESIGN_NAME = Data_driver
export DESIGN_NICKNAME = Data_driver
export VERILOG_FILES = /design/flow/design.v
export SDC_FILE = /design/flow/constraint.sdc
export NUM_CORES = 4
export LEC_CHECK = 1
export CORE_UTILIZATION = 40
```
`/design/flow/constraint.sdc`:
```
current_design Data_driver

set clk_period 15.1
set clk_io_pct 0.2

create_clock -name clk0 -period $clk_period [get_ports {clk}]

set non_clock_inputs [all_inputs -no_clocks]
set_input_delay [expr $clk_period * $clk_io_pct] -clock clk0 $non_clock_inputs
set_output_delay [expr $clk_period * $clk_io_pct] -clock clk0 [all_outputs]
```
`/design/flow/design.v`:
```
module Data_driver(
    input wire clk,
    input wire reset,
    output wire s_led,
    input wire revert_switch,
    output wire revert_led,
    input wire [3:0] data_wire,
    input wire [3:0] gl_pos_data,
    input wire [2:0] status,
    input wire [2:0] bat,
    input wire       encr_decr,
    output wire [3:0] Gr_pos_led,
    output wire [2:0] mode_pos_led,
    output wire       magma_done,
    output wire [6:0] A_3seg7,
    output wire [6:0] A_2seg7,
    output wire [6:0] A_1seg7,
    output wire [6:0] A_0seg7,
    output wire [6:0] B_3seg7,
    output wire [6:0] B_2seg7,
    output wire [6:0] B_1seg7,
    output wire [6:0] B_0seg7
);
reg  [127:0] data_in;
wire [127:0] data_out;
reg  [255:0] key;
wire [255:0] preset_key [0:1];
assign preset_key [0] = 256'hdeda1eda1a1baba1beda1daaa42aa1303ded1c9ef1ed61da4a41bab3da1bed61;
assign preset_key [1] = 256'hffeeddccbbaa99887766554433221100f0f1f2f3f4f5f6f7f8f9fafbfcfdfeff;
reg preset_counter;
wire set_on = data_set | key_set;
reg [2:0] but_r;
reg [2:0] but_rr;
assign push = but_rr & ~but_r;
wire left = push[0];
wire rigt = push[1];
wire set  = push[2];
always @(posedge clk) begin
	if(~reset)
		preset_counter <= 0;
	else if(~set_on & left)
		preset_counter <= preset_counter + 1;
end
assign revert_led = revert_switch;
wire data_set = status[0];
wire key_set = ~status[0] & status[1];
wire data_out_set = ~status[0] & ~status[1] & status[2];
assign mode_pos_led[0] = ~key_set & ~ data_out_set;
assign mode_pos_led[1] = key_set;
assign mode_pos_led[2] = data_out_set;
assign Gr_pos_led = (key_set)? gl_pos_data: 4'b1 << gl_pos_data;
wire [2:0] push;
always @(posedge clk) begin
but_r <= bat;
but_rr <= but_r;
end
reg [2:0] pos;
always @(posedge clk) begin
if(~reset) begin
    pos <= 4'b0;
end else if (left & ~rigt & ~set & set_on)
pos <= pos + 1;
else if (~left & rigt & ~set & set_on)
    pos <= pos - 1;
end
wire [$clog2(256):0]full_pos = ((gl_pos_data << 3) + pos) << 2;
wire [255:0] mask = 256'hF << full_pos;
wire [255:0] L_new_data = { 8*8{data_wire}};
wire [127:0] new_data_in = (data_in & ~mask) | (L_new_data & mask);
always @(posedge clk) begin
if(~reset) begin
    data_in <= 128'h0;
end else if(set & data_set & set_on)
    data_in <= new_data_in;
else if (rigt & ~set_on)
    data_in <= data_out;
end
wire [255:0] new_key = (key & ~mask) | (L_new_data & mask);
always @(posedge clk) begin
if(~reset) begin
    key <= 256'b0;
end else if(set & key_set & set_on)
    key <= new_key;
else if (left & ~set_on)
    key <= preset_key[preset_counter];
end
reg[23:0] blinker;
wire see = blinker[23];
always @(posedge clk) begin
if(~reset)
    blinker <= 0;
else
    blinker <= blinker + 1;
end
wire m_start = set & ~set_on;
wire pre_magma_done;
reg magma_done_reg;
reg done_gaytway;
assign magma_done = magma_done_reg;
always @(posedge clk) begin
	if(~reset) begin
		magma_done_reg <= 0;
		done_gaytway 	<= 0;
	end else if(m_start) begin
		done_gaytway 	<= 1;
		magma_done_reg <= 0;
	end else if(pre_magma_done & done_gaytway)begin
		done_gaytway 	<= 0;
		magma_done_reg <= 1;
	end else if((set & set_on) |(~set_on & (left | rigt)))begin
		magma_done_reg <= 0;
	end
end
magma MAGMA (
    .clk       ( clk        ),          
    .reset_    ( reset      ),          
    .start     ( m_start    ),          
    .data_in   ( data_in    ),          
    .key       ( key        ),          
    .encr_decr ( revert_switch ),           
    .data_out  ( data_out   ),          
    .done      ( pre_magma_done )           
);
wire [255:0] data = (data_set)? new_data_in: (key_set & ~revert_switch)? new_key: (data_out_set)? data_out: (key_set & revert_switch)? key :data_in;
wire [64:0] shift = (gl_pos_data << 5) ;
wire [6:0] A_3seg7_pre;
wire [6:0] A_2seg7_pre;
wire [6:0] A_1seg7_pre;
wire [6:0] A_0seg7_pre;
wire [6:0] B_3seg7_pre;
wire [6:0] B_2seg7_pre;
wire [6:0] B_1seg7_pre;
wire [6:0] B_0seg7_pre;
hex_to_7seg ht70a ((data >> shift) >> 0,  A_0seg7_pre);
hex_to_7seg ht71a ((data >> shift) >> 4,  A_1seg7_pre);
hex_to_7seg ht72a ((data >> shift) >> 8,  A_2seg7_pre);
hex_to_7seg ht73a ((data >> shift) >> 12, A_3seg7_pre);
hex_to_7seg ht70b ((data >> shift) >> 16, B_0seg7_pre);
hex_to_7seg ht71b ((data >> shift) >> 20, B_1seg7_pre);
hex_to_7seg ht72b ((data >> shift) >> 24, B_2seg7_pre);
hex_to_7seg ht73b ((data >> shift) >> 28, B_3seg7_pre);
assign A_0seg7 = ((pos == 0) & (~see & set_on))? ~7'b0 :A_0seg7_pre;
assign A_1seg7 = ((pos == 1) & (~see & set_on))? ~7'b0 :A_1seg7_pre;
assign A_2seg7 = ((pos == 2) & (~see & set_on))? ~7'b0 :A_2seg7_pre;
assign A_3seg7 = ((pos == 3) & (~see & set_on))? ~7'b0 :A_3seg7_pre;
assign B_0seg7 = ((pos == 4) & (~see & set_on))? ~7'b0 :B_0seg7_pre;
assign B_1seg7 = ((pos == 5) & (~see & set_on))? ~7'b0 :B_1seg7_pre;
assign B_2seg7 = ((pos == 6) & (~see & set_on))? ~7'b0 :B_2seg7_pre;
assign B_3seg7 = ((pos == 7) & (~see & set_on))? ~7'b0 :B_3seg7_pre;
endmodule
module hex_to_7seg
(
    input wire  [3:0] hex,
    output wire [6:0] seg7
);
assign seg7 = (hex == 4'h0)? ~7'b0_111_111:
              (hex == 4'h1)? ~7'b0_000_110:
              (hex == 4'h2)? ~7'b1_011_011:
              (hex == 4'h3)? ~7'b1_001_111:
              (hex == 4'h4)? ~7'b1_100_110:
              (hex == 4'h5)? ~7'b1_101_101:
              (hex == 4'h6)? ~7'b1_111_101:
              (hex == 4'h7)? ~7'b0_000_111:
              (hex == 4'h8)? ~7'b1_111_111:
              (hex == 4'h9)? ~7'b1_101_111:
              (hex == 4'ha)? ~7'b1_110_111:
              (hex == 4'hb)? ~7'b1_111_100:
              (hex == 4'hc)? ~7'b0_111_001:
              (hex == 4'hd)? ~7'b1_011_110:
              (hex == 4'he)? ~7'b1_111_001:
              (hex == 4'hf)? ~7'b1_110_001:
                             ~7'b0_000_000;
endmodule
module magma (
    input wire          clk,            
    input wire          reset_,         
    input wire          start,          
    input wire [63:0]   data_in,        
    input wire [255:0]  key,            
    input wire          encr_decr,      
    output reg [63:0]   data_out,       
    output reg          done            
);
    reg  [31:0] left, right;            
    wire [31:0] round_keys [0:31];      
    reg  [5:0]  round;                  
    reg  [31:0] temp;                   
    reg  [1:0] cntrl;                   
    reg done_r, done_rr;                
    reg work;                           
    reg en_de;              
    always @(posedge clk or negedge reset_)
        if (~reset_)
            en_de <= 1'b1;  
        else
            en_de <= (start)? encr_decr : en_de;
        wire [0:3] T [7 : 0];
         genvar j;
         generate
         for (j = 0; j < 8; j = j + 1) begin : T_block                     
             assign T[j] = temp[4 * j + 3 : 4 * j];
         end
         endgenerate
    wire [3:0] SBOX [0:7][0:15];
    assign  {SBOX[0][0],SBOX[0][1],SBOX[0][2],SBOX[0][3],SBOX[0][4],SBOX[0][5],SBOX[0][6],SBOX[0][7],
            SBOX[0][8],SBOX[0][9],SBOX[0][10],SBOX[0][11],SBOX[0][12],SBOX[0][13],SBOX[0][14],SBOX[0][15]}
        =   {4'd12, 4'd4, 4'd6, 4'd2, 4'd10, 4'd5, 4'd11, 4'd9, 4'd14, 4'd8, 4'd13, 4'd7, 4'd0, 4'd3, 4'd15, 4'd1};
    assign  {SBOX[1][0],SBOX[1][1],SBOX[1][2],SBOX[1][3],SBOX[1][4],SBOX[1][5],SBOX[1][6],SBOX[1][7],
            SBOX[1][8],SBOX[1][9],SBOX[1][10],SBOX[1][11],SBOX[1][12],SBOX[1][13],SBOX[1][14],SBOX[1][15]}
        =   {4'd6, 4'd8, 4'd2, 4'd3, 4'd9, 4'd10, 4'd5, 4'd12, 4'd1, 4'd14, 4'd4, 4'd7, 4'd11, 4'd13, 4'd0, 4'd15};
    assign  {SBOX[2][0],SBOX[2][1],SBOX[2][2],SBOX[2][3],SBOX[2][4],SBOX[2][5],SBOX[2][6],SBOX[2][7],
            SBOX[2][8],SBOX[2][9],SBOX[2][10],SBOX[2][11],SBOX[2][12],SBOX[2][13],SBOX[2][14],SBOX[2][15]}
        =   {4'd11, 4'd3, 4'd5, 4'd8, 4'd2, 4'd15, 4'd10, 4'd13, 4'd14, 4'd1, 4'd7, 4'd4, 4'd12, 4'd9, 4'd6, 4'd0};
    assign  {SBOX[3][0],SBOX[3][1],SBOX[3][2],SBOX[3][3],SBOX[3][4],SBOX[3][5],SBOX[3][6],SBOX[3][7],
            SBOX[3][8],SBOX[3][9],SBOX[3][10],SBOX[3][11],SBOX[3][12],SBOX[3][13],SBOX[3][14],SBOX[3][15]}
        =   {4'd12, 4'd8, 4'd2, 4'd1, 4'd13, 4'd4, 4'd15, 4'd6, 4'd7, 4'd0, 4'd10, 4'd5, 4'd3, 4'd14, 4'd9, 4'd11};
    assign  {SBOX[4][0],SBOX[4][1],SBOX[4][2],SBOX[4][3],SBOX[4][4],SBOX[4][5],SBOX[4][6],SBOX[4][7],
            SBOX[4][8],SBOX[4][9],SBOX[4][10],SBOX[4][11],SBOX[4][12],SBOX[4][13],SBOX[4][14],SBOX[4][15]}
        =   {4'd7, 4'd15, 4'd5, 4'd10, 4'd8, 4'd1, 4'd6, 4'd13, 4'd0, 4'd9, 4'd3, 4'd14, 4'd11, 4'd4, 4'd2, 4'd12};
    assign  {SBOX[5][0],SBOX[5][1],SBOX[5][2],SBOX[5][3],SBOX[5][4],SBOX[5][5],SBOX[5][6],SBOX[5][7],
            SBOX[5][8],SBOX[5][9],SBOX[5][10],SBOX[5][11],SBOX[5][12],SBOX[5][13],SBOX[5][14],SBOX[5][15]}
        =   {4'd5, 4'd13, 4'd15, 4'd6, 4'd9, 4'd2, 4'd12, 4'd10, 4'd11, 4'd7, 4'd8, 4'd1, 4'd4, 4'd3, 4'd14, 4'd0};
    assign  {SBOX[6][0],SBOX[6][1],SBOX[6][2],SBOX[6][3],SBOX[6][4],SBOX[6][5],SBOX[6][6],SBOX[6][7],
            SBOX[6][8],SBOX[6][9],SBOX[6][10],SBOX[6][11],SBOX[6][12],SBOX[6][13],SBOX[6][14],SBOX[6][15]}
        =   {4'd8, 4'd14, 4'd2, 4'd5, 4'd6, 4'd9, 4'd1, 4'd12, 4'd15, 4'd4, 4'd11, 4'd0, 4'd13, 4'd10, 4'd3, 4'd7};
    assign  {SBOX[7][0],SBOX[7][1],SBOX[7][2],SBOX[7][3],SBOX[7][4],SBOX[7][5],SBOX[7][6],SBOX[7][7],
            SBOX[7][8],SBOX[7][9],SBOX[7][10],SBOX[7][11],SBOX[7][12],SBOX[7][13],SBOX[7][14],SBOX[7][15]}
        =   {4'd1, 4'd7, 4'd14, 4'd13, 4'd0, 4'd5, 4'd8, 4'd3, 4'd4, 4'd15, 4'd10, 4'd6, 4'd9, 4'd12, 4'd11, 4'd2};
        genvar i;
        generate
            for (i = 0; i < 8; i = i + 1) begin : gen_round_keys_1                      
                    assign round_keys[i] = key[255 - (i % 8) * 32 -: 32];               
            end
        endgenerate
        generate
            for (i = 8; i < 24; i = i + 1) begin : gen_round_keys_23                    
                    assign round_keys[i] = (en_de)? key[255 - (i % 8) * 32 -: 32] :     
                                                    key[255 - (7 - i % 8) * 32 -: 32];  
            end
        endgenerate
        generate
            for (i = 24; i < 32; i = i + 1) begin : gen_round_keys_4                    
                    assign round_keys[i] = key[255 - (7 - i % 8) * 32 -: 32];           
            end
        endgenerate
        always @(posedge clk or negedge reset_)
            if (~reset_)
                {done, done_r} <= 2'b0;
            else
                {done, done_r} <= (start)? 2'b0 : {done_r & done_rr, done_rr};
        always @(posedge clk or negedge reset_)
            if (~reset_)
                work <= 1'b0;
            else
                work <= (start  )? 1'b1 :
                        (done & done_r)? 1'b0 :
                        work;
        always @(posedge clk or negedge reset_) begin
            if (~reset_) begin
                left    <= 1'b0;
                right   <= 1'b0;
                done_rr <= 1'b0;
                temp    <= 64'b0;
                round <= 1'b0;
                cntrl <= 1'b0;
            end else
            if (work) begin
                if (round == 0) begin
                    left   <= data_in[63:32];
                    right  <= data_in[31:0];
                    done_rr <= 1'b0;
                    round  <= 1;
                    cntrl  <= 0;
                end else if (round <= 32) begin
                    cntrl  <= (cntrl < 3)? cntrl + 1 : 0;
                    if (cntrl == 0) begin
                        temp <= right + round_keys[round - 1];
                    end
                    else if (cntrl == 1) begin
                        temp <= {SBOX[7][T[7]], SBOX[6][T[6]],
                                 SBOX[5][T[5]], SBOX[4][T[4]],
                                 SBOX[3][T[3]], SBOX[2][T[2]],
                                 SBOX[1][T[1]], SBOX[0][T[0]]};
                    end
                    else if (cntrl == 2) begin
                        temp <= {temp[20:0], temp[31:21]};
                    end
                    else if (cntrl == 3) begin
                        right <= left ^ temp;
                        left  <= right;
                        round <= round + 1;
                    end
                end
                else begin
                    data_out <= {right, left};
                    done_rr <= 1'b1;
                end
            end 
            else
                round <= 0;
        end
endmodule
```
==> Slide: Implementation Results <==
Physical Implementation Snapshot

Status
  • Status: complete, no violations

Critical path
  • WP depth: 13
  • R2R Setup Slk: 7410 ps
  • Worst Path Required: 12080 ps
  • Critical-path cell list: clkdlybuf4s50_1 > buf_4 > and3b_4 > buf_4 > buf_4 > mux2i_1 > o221a_2 > o311ai_1 > o211ai_2 > nor2_1 > a21oi_1 > o21ai_0 > clkdlybuf4s50_1
  • Worst setup path class: input port to output pin
  • Critical path endpoint: A_1seg7[3]
  • Critical R2R Capture: MAGMA.temp[30]
  • Worst reg-to-reg path cell count: 22
  • CP endpoint kind: output pin
  • Critical Path Source Type: input port
  • Buf+Inv Stages, Crit Path: 5
  • R2r startpoint: MAGMA.round[0]
  • Most frequent CP cell: buf_4
  • CP max stage cell: o311ai_1
  • CP max stage delay: 800 ps
  • CP top delay family: buffers and inverters
  • Critical path startpoint: revert_switch
  • Data arrival, critical path: 8870 ps
  • CP max FO: 32

Routing
  • Remaining DRCs: 0
  • Via density: 6.80
  • Drt wl/cell: 30.7 um
  • Vias: 44.4k
  • DRT iter0 DRCs: 5736
  • Post-Route WL: 200000 um
  • 1st-pass router iterations: 9
  • Routed Antenna Nets: 0

Floorplan
  • CORE AREA: 104000 um^2
  • Chip Height: 326 um
  • Die X: 326 um
  • Num ports: 84
  • Fp util: 40.5%
  • Row cnt: 118
  • Chip Area: 106000 um^2

Synthesis
  • Main flop type: dfxtp_1
  • Top post-synthesis cells by area: dfxtp_1 (20%), dfrtp_1 (6.4%), a21oi_1 (5.5%), mux2i_1 (4.8%), nor2_1 (4.6%)
  • Cell Type Count: 114
  • Seq cells post-synth: 593
  • Synth top area share: 20.0%
  • Syn avg cell area: 8.02 um^2
  • Post-synth ARST share: 18.4%
  • Synth top cell by count: nor2_1
  • Yosys warns: 13
  • Yosys Instances: 5235
  • Mapped cell area: 42000 um^2
  • Chip Area, Yosys: 42000 um^2
  • EDFF count, synth: 64
  • Most frequent cells after synthesis: nor2_1 (517), a21oi_1 (460), nand2_1 (428)
  • Cells after Synth: 5235
  • Post-synthesis sequential area ratio: 31.1%
  • Dominant cell type by area after synthesis: dfxtp_1

Clock network
  • Clock root cell: clkbuf_16
  • Num Clock Sinks: 593
  • CTS tree: done
  • Clk pin slew, worst setup/hold paths: 60 ps
  • Clock Latency Late Sink: 670 ps
  • Inserted Clock Buffers: 76
  • H-tree depth: 3
  • Hold-fix buffers, CTS: 0
  • CTS Buffer Depth: 3
  • Post-CTS Setup Bufs: 0
  • Post-cts sizing count: 0

Placement
  • Detail Placement HPWL: 142000 um
  • Port Buf Inserts: 81
  • Dpl cells: 6376
  • Routability cong.: 1.08
  • Post-DP Area: 43800 um^2

Final layout
  • Post-Layout Cell Count: 6520
  • Post-route cell area: 46600 um^2
  • Largest regs: key (256), data_in (128), MAGMA.data_out (64)
  • Reg with most FFs: key
  • Area delta synth->final: 10.9%
  • Max FFs per register: 256
  • Share of layout cells above drive strength 1: 11.4%

STA
  • Worst Tran Pin Value: 1090 ps
  • Max Clock Freq: 0.0841 GHz
  • Skew final: 30.9 ps
  • Fin crit share: 78.7%
  • Final Slew Violations: 0
  • RSZ-0062 raised after global routing: false
  • Final setup fails: 0
  • Fin. Hold Viols: 0
  • Minimum clock period: 11890 ps
  • Fin Setup TNS: 0 ps
  • Max_slew headroom: 26.7%

Pwr
  • Leak: 16.2 nW
  • Max IR drop VDD: 177 uV
  • Cell area power density: 178 nW/um^2

Global routing
  • First-pass GRT wire length: 289000 um
  • Largest net degree at the start of global routing: 93
  • Initial antenna violation count: 9
  • Total congestion overflow: 0
  • Global-route usage over all layers: 37.9%
  • Number of global-route vias before repair: 40.8k

Hold path
  • Worst min path class: flop to flop

Job
  • Max-Cap Viols: 0
  • OpenROAD warning count: 65
[cell usage in the layout, fill, tap and decap left out, types with 76 or more instances in the layout]
cell,n
o21ai_0,384
a21oi_1,459
a211oi_1,151
buf_4,193
nand2_1,426
o211ai_1,79
dfxtp_1,420
nor2_1,512
a22oi_1,116
o221a_2,97
ha_1,81
o221ai_1,95
clkbuf_16,76
nor3_1,148
mux2i_1,203
nand3_1,238
dfrtp_1,108
[routing by layer]
layer	wire length, um	global-route usage, %
met3	27500	16.6
met1	79200	51.7
met5	161	0.843
met2	81100	51.6
met4	12300	18.5
[worst min path at each step]
| stage | end | from | slack [ps] | cells after the start |
|---|---|---|---|---|
| finish | but_rr[0] | but_r[0] | 340 | 0 |
| global route | but_rr[0] | but_r[0] | 360 | 0 |
| CTS | but_rr[0] | but_r[0] | 350 | 0 |
[per-stage QoR]
step                      util, %  worst slack [ps]  power (mW)  hold slack (ps)
after global routing         44.9              3170        8.69              357
after detailed placement     42.2              3590        6.14              333
after floorplan                 -              6430        4.62              323
final                        44.9              3210        8.29              343
after CTS                    44.9              3570        8.20              347
after global placement       42.2              3590        6.12              336
[layout make-up]
cell class,instances,area (um^2)
Fill cell,10000,57200
Tap cell,1380,1730
Sequential cell,593,13100
Multi-Input combinational cell,4052,26500
Clock inverter,42,689
Antenna cell,4,10.0
Clock buffer,98,2070
Timing Repair Buffer,271,2230
Inverter,80,305
[logic make-up after synthesis]
kind of cell	count (synthesis)	synth area share, %
compound gates	1956	32.3
simple gates	1658	18.8
flops	593	31.1
buf+inv	590	6.09
mux	263	7.33
xor+xnor	89	1.86
fa+ha+maj	85	2.55
other cells	1	0.00893
[where the power goes]
group,switching (mW),total [mW],leakage [nW],internal [mW]
clock network,0.799,2.04,1.33,1.24
logic,2.74,4.16,9.48,1.41
registers,0.318,2.10,5.38,1.78
Power figures rest on the tool's default switching activity, not on a simulated workload.
